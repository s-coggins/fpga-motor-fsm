==> flow/design.v <==
module seven_seg_decoder(
    input  [3:0] i_hex,      
    output reg [6:0] o_seg   
);
always @(*) begin
    case (i_hex)
        4'h0: o_seg = 7'b0000001;
        4'h1: o_seg = 7'b1001111;
        4'h2: o_seg = 7'b0010010;
        4'h3: o_seg = 7'b0000110;
        4'h4: o_seg = 7'b1001100;
        4'h5: o_seg = 7'b0100100;
        4'h6: o_seg = 7'b0100000;
        4'h7: o_seg = 7'b0001111;
        4'h8: o_seg = 7'b0000000;
        4'h9: o_seg = 7'b0000100;
        4'hA: o_seg = 7'b0001000;
        4'hB: o_seg = 7'b1100000;
        4'hC: o_seg = 7'b0110001;
        4'hD: o_seg = 7'b1000010;
        4'hE: o_seg = 7'b0110000;
        4'hF: o_seg = 7'b0111000;
        default: o_seg = 7'b1111111;   
    endcase
end
endmodule
module fd(
		input i_clk_50MHz,
		output reg o_clk_out
	);
	reg [8:0] r_clk_count = 9'b000000000;
	always@(posedge i_clk_50MHz) 
	begin
			if (r_clk_count == 249)
			begin
				r_clk_count <= 0;
				o_clk_out <= ~o_clk_out;
			end
			else 
			begin
				r_clk_count <= r_clk_count + 1;
			end
	end
endmodule	
module fsm
	(
		input i_u,
		input i_d,
		input i_clk,
		input i_reset,
		output reg [2:0] r_state,  
		output reg [3:0] o_cv,
		output reg [3:0] r_leftDigit, 
		output reg [3:0] r_rightDigit 
	);
	reg [2:0] r_ns;  
	localparam s0 = 3'b000, 
				  s1 = 3'b001,
				  s2 = 3'b010,
				  s3 = 3'b011,
				  s4 = 3'b100,
				  s5 = 3'b101,
				  s6 = 3'b110;
	always@(posedge i_clk or posedge i_reset) begin
		if(i_reset) begin
			r_state <= s0;
		end else begin
			r_state <= r_ns;
		end
	end
	always@(*) begin
		r_ns = r_state;
		r_leftDigit = 4'd0;
		r_rightDigit= 4'd0;
		o_cv = 4'd0;
		case (r_state)
			s0 : begin
				      r_ns = (~i_u & i_d) ? s1: s0;
						r_leftDigit = 4'd0;
						r_rightDigit = 4'd0;
						o_cv = 4'd0;
				  end
			s1 : begin
						r_ns = (i_u & ~i_d) ? s0 : (~i_u & i_d) ? s2 : s1;
						r_leftDigit = 4'd1;
						r_rightDigit = 4'd5;
						o_cv = 4'd2;
				  end
			s2 : begin
						r_ns = (i_u & ~i_d) ? s1 : (~i_u & i_d) ? s3 : s2;
						r_leftDigit = 4'd3;
						r_rightDigit = 4'd0;
						o_cv = 4'd4;
				  end
			s3 : begin
						r_ns = (i_u & ~i_d) ? s2 : (~i_u & i_d) ? s4 : s3;
						r_leftDigit = 4'd4;
						r_rightDigit = 4'd5;
						o_cv = 4'd6;
				  end
			s4 : begin
						r_ns = (i_u & ~i_d) ? s3 : (~i_u & i_d) ? s5 : s4;
						r_leftDigit = 4'd6;
						r_rightDigit = 4'd0;
						o_cv = 4'd8;
				  end
			s5 : begin
						r_ns = (i_u & ~i_d) ? s4 : (~i_u & i_d) ? s6 : s5;
						r_leftDigit = 4'd7;
						r_rightDigit = 4'd5;
						o_cv = 4'd11;
					end
			s6 : begin 
						r_ns = (i_u & ~i_d) ? s5: s6;
						r_leftDigit = 4'd9;
						r_rightDigit = 4'd0;
						o_cv = 4'd14;
					end
			default : begin
						     r_ns =  s0;
							  r_leftDigit = 4'd0;
							  r_rightDigit = 4'd0;
							  o_cv = 4'd0;
						 end
		endcase
	end	
endmodule
module motorcontrol(
		input i_clk_50MHz,  
		input i_bu,  
		input i_bd,  
		input i_reset,  
		output o_ld0,  
		output o_ld1,
		output o_ld2,
		output o_ld3,
		output o_ld4,
		output o_ld5,
		output o_ld6,
		output o_rd0,  
		output o_rd1,
		output o_rd2,
		output o_rd3,
		output o_rd4,
		output o_rd5,
		output o_rd6,
		output o_pwmspeed
	);
	wire r_fd_clk;
	wire r_slow_clk;
	wire [2:0] r_state;
	wire [3:0] r_cv;
	wire [3:0] r_lD;
	wire [3:0] r_rD;
	wire [6:0] r_leftD;
	wire [6:0] r_rightD;
	fd fd_1 (.i_clk_50MHz(i_clk_50MHz), .o_clk_out(r_fd_clk));
	slow_clock fd_2 (.i_clk_50MHz(i_clk_50MHz), .o_clk_out(r_slow_clk));
	fsm fsm_1 (.i_u(i_bu), .i_d(i_bd), .i_clk(r_slow_clk), .i_reset(i_reset), .r_state(r_state), .o_cv(r_cv), .r_leftDigit(r_lD), .r_rightDigit(r_rD));
	pwm pwm_1 (.i_clk(r_fd_clk), .i_cv(r_cv), .o_speed(o_pwmspeed));
	seven_seg_decoder left (.i_hex(r_lD), .o_seg(r_leftD));
	seven_seg_decoder right (.i_hex(r_rD), .o_seg(r_rightD));
	assign o_ld0 = r_leftD[6];
	assign o_ld1 = r_leftD[5];
	assign o_ld2 = r_leftD[4];
	assign o_ld3 = r_leftD[3];
	assign o_ld4 = r_leftD[2];
	assign o_ld5 = r_leftD[1];
	assign o_ld6 = r_leftD[0];
	assign o_rd0 = r_rightD[6];
	assign o_rd1 = r_rightD[5];
	assign o_rd2 = r_rightD[4];
	assign o_rd3 = r_rightD[3];
	assign o_rd4 = r_rightD[2];
	assign o_rd5 = r_rightD[1];
	assign o_rd6 = r_rightD[0];
endmodule
module pwm(
		input i_clk,
		input i_cv,
		output reg o_speed
	);
	reg [3:0] r_count = 4'd0;	
	always@(posedge i_clk) begin
		if (r_count <= i_cv)
			o_speed <= 1'b1;
		else
			o_speed <= 1'b0;
		r_count <= r_count + 1;
	end
endmodule
module slow_clock(
		input i_clk_50MHz,
		output reg o_clk_out
	);
	reg [25:0] r_clk_count = 26'd0;
	always@(posedge i_clk_50MHz) 
	begin
			if (r_clk_count == (50000000-1))
			begin 
				o_clk_out <= 1'b1;
				r_clk_count <= 0;
			end
			else 
			begin
				r_clk_count <= r_clk_count + 1;
				o_clk_out <= 1'b0;
			end
	end
endmodule	
==> flow/run.sh <==
#!/bin/bash
# OpenROAD 26Q1-2900-gdf79404cd8, Yosys 0.63+post, stock flow scripts
make -C /OpenROAD-flow-scripts/flow DESIGN_CONFIG=/design/flow/config.mk WORK_HOME=/design/flow/orfs finish
==> flow/config.mk <==
export PLATFORM = sky130hd
export DESIGN_NAME = motorcontrol
export DESIGN_NICKNAME = motorcontrol
export VERILOG_FILES = /design/flow/design.v
export SDC_FILE = /design/flow/constraint.sdc
export NUM_CORES = 4
export LEC_CHECK = 1
export CORE_UTILIZATION = 30
==> flow/constraint.sdc <==
current_design motorcontrol

set clk_period 5.3
set clk_io_pct 0.2

create_clock -name clk0 -period $clk_period [get_ports {i_clk_50MHz}]

set non_clock_inputs [all_inputs -no_clocks]
set_input_delay [expr $clk_period * $clk_io_pct] -clock clk0 $non_clock_inputs
set_output_delay [expr $clk_period * $clk_io_pct] -clock clk0 [all_outputs]
==> GITHUB_STEP_SUMMARY <==
### Metrics collected by this job

| Metric | Value |
|---|---|
| Status | complete, no violations |
| CTS Buffer Depth | 2 |
| # rows | 31 |
| WP data arrival | about 2200 ps |
| Setup slack after layout | ~3300 ps |
| Switching fraction of total power | approximately a fifth |
| Hold WC Path Type | flip-flop to flip-flop |
| Worst VDD drop | 0.000146 V |
| FILL cells | 732 |
| Share of layout cells above drive strength 1 | ~6.0% |
| Final setup violation count | 0 |
| DIE AREA | 8040 sq um |
| Port bufs | 14 |
| Pre-CTS WS | ~3300 ps |
| Worst-margin pin slew | just over 900 ps |
| ANT cells | 0 |
| Average size of a mapped cell | about 9.3 sq um |
| DRC Markers | 0 |
| GR Overflow Total | 0 |
| Unique cell types | around 42 |
| Post-place instance area | between 2000 and 3000 sq um |
| Cells after synthesis | around 250 |
| Pwr dens | approximately 190 nW/um^2 |
| Endpoints left unconstrained | 23 |
| Setup tns final | 0 ps |
| Final min period | 2020 ps |
| Crit Path Class | flip-flop to flip-flop |
| Hold buffer count at CTS | 0 |
| Slew margin rel. | a little under two fifths |
| Max cap viols | 0 |
| Total Wirelength | about 3700 microns |
| Part of the power in registers | between 50% and 60% |
| Largest net degree at the start of global routing | 14 |
| Routed Antenna Nets | 0 |
| YS chip area | approximately 2300 sq um |
| Combinational gate area | between 1000 and 1500 sq um |
| Net Switching | between 0.00009 and 0.0001 W |
| CP Capture Type | flip-flop |
| CP Max Fanout | 5 |
| Endpoints failing hold | 0 |
| Int Power | between 0.0004 and 0.0005 W |
| Slew Limit Fails | 0 |
| Clock transition at path regs | 70 ps |
| Worst EP required | 5520 ps |
| Finished Cell Area | roughly 2600 sq um |
| Final period util | a little under two fifths |
| Fp_density | between 30% and 40% |
| Dominant logic cell type in the layout | dfxtp_1 |
| Post-Syn Area | between 2000 and 2500 sq um |
| Leak | between 1 and 1.5 nW |
| Vias per cell | 4.73 |
| Reg2reg setup slack | roughly 3300 ps |
| Critical path launch point type | flip-flop |
| Gate power share | under 10% |
| Post-Route Skew | 7.98 ps |
| H-tree depth | 2 |
| Latency at later pin | slightly below 300 ps |
| DIE HEIGHT | 89.7 microns |
| Synth area leaders | dfxtp_1 36%, ha_1 7.1%, dfrtp_1 6.5% |
| Area growth syn-to-layout | 14.2% |
| Sequential cell area | ~1000 sq um |
| Slowest CP cell | or4_2 |
| Core ar. | between 7000 and 8000 sq um |
| Crit path cell chain | ha_1 > nand3_1 > or4_2 > or3_1 > a21oi_1 |
| Setup bufs post-CTS | 0 |
| I/O Pins | 19 |
| Top-area cell type share of the netlist area | 35.6% |
| Register pins left without a clock | 12 |
| Syn. warnings | 6 |
| CTS resizes | 0 |
| Vias post-DR | between 1.5k and 2k |
| DIE WIDTH | 89.7 microns |
| Fin util | 35.9% |
| HPWL Detailed | approximately 2800 microns |
| Top cell type by total area after synthesis | dfxtp_1 |
| Clk pwr share | a little over two fifths |
| Number of detailed-route iterations in the first pass | 5 |
| Vias in the first global route | roughly 1.6k |
| RSZ-0062 raised after global routing | false |
| Total track usage | 10.7% |
| Hold Worst Slack | between 400 and 500 ps |
| CTS tree | built |
| Seq cells post-synth | between 40 and 50 |
| Root buffer cell | clkbuf_8 |
| Gpl congestion | around 0.81 |
| Iteration-0 DRC Markers | between 70 and 80 |
| Yosys cell count | about 250 |
| Seq share, synth | between 40% and 50% |
| Initial antenna violation count | 0 |
| Avg WL per Cell | 10.2 microns |
| Global-route wire length before repair | approximately 6800 microns |
| Dominant logic cell types in the final layout | 41 x dfxtp_1, 19 x inv_1, 19 x nor2_1, 15 x nand3_1, 15 x o21ai_0 |
| OpenROAD warning count | 32 |
| Achievable frequency | ~500 MHz |
| CTS buffer count | 5 |
| CP max stage delay | ~730 ps |
-- synth_stat cells --
cell and count:
a211oi_1 1, a21oi_1 10, a222oi_1 5, a31oi_1 3
and2_1 1, and3_1 3, and4_1 5, buf_2 1
buf_4 5, clkbuf_1 4, conb_1 1, dfrtp_1 6
dfstp_2 1, dfxtp_1 41, edfxtp_1 1, ha_1 13
inv_1 19, mux2i_1 4, nand2_1 14, nand2b_1 1
nand3_1 15, nand4_1 8, nand4_2 1, nor2_1 19
nor2b_1 1, nor3_1 5, nor3b_1 1, nor4_1 5
nor4b_1 1, nor4bb_1 1, o21a_1 2, o21ai_0 15
o21ba_2 1, o31ai_1 1, o32a_1 1, or3_1 5
or3_2 3, or4_1 1, or4_2 1, or4b_1 1
xnor2_1 12, xor2_1 10
-- metrics by stage --
stage	cells	power, W
6_report	364	0.000500
4_1_cts	364	0.000508
5_1_grt	364	0.000521
3_5_place_dp	356	0.000294
2_1_floorplan	252	0.000292
3_3_place_gp	356	0.000294
-- critical path, delay by kind of cell (launching register included) --
kind	cells	cell delay, ps
AOI/OAI and AO/OA	1	140
DFF	1	370
adders and majority gates	1	200
and+or+nand+nor	3	1250
-- sequential cells by signal, indices dropped and copies added, names as in the netlist --
signal,cells
fd_2.o_clk_out,1
fd_1.o_clk_out,1
pwm_1.o_speed,1
fsm_1.r_state,7
fd_1.r_clk_count,9
fd_2.r_clk_count,26
pwm_1.r_count,4
-- worst paths after layout --
kind	from	endpoint	depth (start not counted)
max	fd_2.r_clk_count[0]$_SDFF_PP0_	fd_2.r_clk_count[14]$_SDFF_PP0_	5
min	fd_2.r_clk_count[0]$_SDFF_PP0_	fd_2.r_clk_count[0]$_SDFF_PP0_	1
max reg2reg	fd_2.r_clk_count[0]$_SDFF_PP0_	fd_2.r_clk_count[14]$_SDFF_PP0_	5
min reg2reg	fd_2.r_clk_count[0]$_SDFF_PP0_	fd_2.r_clk_count[0]$_SDFF_PP0_	1
-- logic make-up (layout without fill, tap and decap cells) --
family          count (synthesis)  in the layout  synth area share, %
simple gates                   92             92                 21.9
mux                             4              4                 1.74
buf+inv                        29             42                 5.59
flops                          49             49                 44.6
xor+xnor                       22             22                 8.36
compound gates                 39             39                 10.6
other cells                     1              4                0.163
fa+ha+maj                      13             13                 7.06
-- layer usage --
metal  track usage, %  share of wire [%]  vias to the layer above
met5                0                  0                        -
met3             2.04                4.1                        7
met2             16.4                 42                       44
met4             1.88                1.8                        0
li1                 -                  -                      903
met1             16.3                 52                      769
-- layout make-up --
| type | instances | area share (%) |
|---|---|---|
| Clock buffer | 7 | 3.66 |
| Inverter | 19 | 2.71 |
| Multi-Input combinational cell | 174 | 44.1 |
| Clock inverter | 1 | 0.190 |
| Tap cell | 99 | 4.71 |
| Sequential cell | 49 | 39.0 |
| Timing Repair Buffer | 15 | 5.61 |
-- power by group through the flow --
stage                 registers, W  clock network (W)   logic (W)
after CTS                 0.000279           0.000220  0.00000847
after global routing      0.000279           0.000233  0.00000984
final                     0.000279           0.000213  0.00000841
Power and IR drop assume default switching activity.
